==> /design/flow/config.mk <==
export PLATFORM = sky130hd
export DESIGN_NAME = hsvs_cnt
export DESIGN_NICKNAME = hsvs_cnt
export VERILOG_FILES = /design/flow/design.v
export SDC_FILE = /design/flow/constraint.sdc
export NUM_CORES = 4
export LEC_CHECK = 1
export CORE_AREA = 10 10 104 104
export DIE_AREA = 0 0 114 114
==> /design/flow/constraint.sdc <==
current_design hsvs_cnt

set clk_period 3.2
set clk_io_pct 0.2

create_clock -name clk0 -period $clk_period [get_ports {clk}]

set non_clock_inputs [all_inputs -no_clocks]
set_input_delay [expr $clk_period * $clk_io_pct] -clock clk0 $non_clock_inputs
set_output_delay [expr $clk_period * $clk_io_pct] -clock clk0 [all_outputs]
==> /design/flow/design.v <==
`timescale 1ns / 1ps
module hsvs_cnt(
    input clk,
    input hs,
    input vs,
    input de,
    output reg [15:0] hs_cnt,
    output reg [15:0] vs_cnt
    );
reg hs1,vs1;    
always@(posedge clk)begin
    hs1 <= hs;
    vs1 <= vs;
end
always@(posedge clk)begin
    if(hs==1 && hs1==0)
        hs_cnt <= 0;
    else if (de==1)
        hs_cnt <= hs_cnt + 1;
end
always@(posedge clk)begin
    if(vs==1 && vs1==0)
        vs_cnt <= 0;
    else if (hs==1 && hs1==0)
        vs_cnt <= vs_cnt + 1;
end
endmodule
==> /design/flow/run.sh <==
#!/bin/bash
# OpenROAD 26Q1-2900-gdf79404cd8, Yosys 0.63+post, stock flow scripts
make -C /OpenROAD-flow-scripts/flow DESIGN_CONFIG=/design/flow/config.mk WORK_HOME=/design/flow/orfs finish
==> summary.txt <==
Here are the numbers from the latest Yosys + OpenROAD run.

The type of the worst min-delay path is reg2reg. The total antenna diodes in the routed design came out at 0. Looking at the max-slew report, the worst-margin pin has a slew of 0.440 ns.

The clock passes through at most 2 buffers. Post-route period utilization is reported as 73.4%. The register share after synthesis came out at 45.9%.

The data required time reported for the critical path is 3.41 ns. Routing resource usage on met2 recorded by global route was 8.54%. The final estimated routing congestion in global placement is 0.827. For this run, the leading register cell type out of synthesis is sky130_fd_sc_hd__dfxtp_1.

The tally of nets with antenna violations remaining after routing is 0. The final setup violation count came out at 0. Yosys attributes the largest share of cell area to sky130_fd_sc_hd__dfxtp_1, sky130_fd_sc_hd__xor2_1, sky130_fd_sc_hd__nor2_1. The origin of the worst min-delay path is hs_cnt[15]$_SDFFE_PP0P_. The worst setup path is launched from an input port.

The overflow left after global routing is 0. In this run the most used layer during global routing was met2. The report lists the number of cells resized after CTS as 0. The area fraction of the largest cell type after synthesis is 45.9%.

Of the cells placed in the final design, the portion with a size suffix greater than 1 is 5.45%. The clock network latency to the later pin of the worst-skew pair is 0.28 ns. The number of remaining DRC errors came out at 0. The proportion of synthesized flip-flops having asynchronous set or reset is 0%.

Once placement completed, the tool counted placed cells totaling 303. The worst-case IR drop observed on VDD is 158 uV. The tally of unique sky130hd cells used after synthesis is 31. The first-pass GRT wire length came out at 5870 um. The cell area after layout came out at 2040 sq um. The count of H-tree levels built during CTS is 2.

The run finished with clean final reports. In the setup report, the worst path falls into the class in2reg. The wire length per cell after detailed routing came out at 11.7 um. The pin count of the biggest net entering global routing is 21. The clock skew after layout is 0.00201 ns.

The boundary pin count came out at 36. The standard cell core area is 8680 sq um. The clock period could shrink to 2.35 ns. The tree is rooted in a sky130_fd_sc_hd__clkbuf_8. The total vias in the final route is 1,268. STA lists the startpoint of the worst register-to-register path as hs_cnt[3]$_SDFFE_PP0P_. The clock sink total came out at 34.

The number of standard-cell rows in the floorplan is 34. The first-pass iteration count of the detailed router came out at 5. In the final timing run, aggregate negative setup slack is 0 ns.

The count of tool warnings is 25. The largest area contributor in the netlist is sky130_fd_sc_hd__dfxtp_1. In the synthesis report, Yosys lists the chip area as 1480 sq um. In the floorplan report the effective utilization is 17.1%.

Per the run report, area growth between synthesis and finish was 37.4%. The number of warnings reported in the yosys synthesis log came out at 1. Max-cap violations in this run came to 0. The report puts the hold buffer count at CTS at 0. The vertical die dimension reported for this design is 114 um. The final max-slew violation count recorded for this run is 0.

Data arrives at the worst endpoint at 2.56 ns. The horizontal die dimension is 114 um. The maximum frequency from static timing analysis is 426 MHz.

The via count of the first global-routing pass came to 1,176. The violation count after the first detailed-routing iteration is 67. The post-synthesis instance total came out at 162. The number of hold violations in the final report came out at 0. Setup repair after global routing left no endpoint under its margin. The total die size came out at 13,000 sq um.

Tracing the worst setup path back leads to its startpoint at de. The count of cells in the finished layout, fillers not included, comes to 310. The post-synthesis register bit count came out at 34. The endpoint kind of the worst setup timing path is a register. TritonCTS built the clock tree. Measured against its own limit, the worst slew margin works out to 70.4%. Dividing total power by cell area gives a power density of 435 nW/um^2.

The leakage power is 0.710 nW. The initial antenna violation count came out at 0. The average footprint of a synthesized cell came out at 9.15 sq um. The number of enable-type register cells in the synthesized netlist is 0. For this run, the total global-route usage over all layers was measured as 5.35%.

The detailed-placement wirelength estimate came out at 2730 um. The biggest fanout along the worst timing path came out at 10. The number of buffers created by CTS is 5. The tally of buffers added on design ports came out at 35. The total cells reported by yosys after synthesis is 162.

The mapped cell area is 1480 sq um. The number of buffers inserted to repair setup after CTS came out at 0. The final wirelength came out at 3630 um. Routing resource usage on met1 recorded by global route was 7.26%. After clock tree synthesis, the clock-pin slew on the worst setup and hold paths is 0.06 ns.

Summing all placed instances gives a cell area of 1960 sq um. The average via count per standard cell came out at 4.09. The met3 usage in global routing came out at 1.22%.
-- state kept, by name, indices dropped and copies added (netlist names) --
register / count
vs1: 1
hs1: 1
vs_cnt: 16
hs_cnt: 16
-- kinds of logic (layout without fill, tap and decap cells) --
kind of cell,Yosys count,count (layout),synth area share (%)
fa+ha+maj,2,2,1.69
flops,34,34,45.9
mux,2,2,1.35
simple gates,85,85,30.9
buf+inv,4,44,1.52
xor+xnor,24,24,14.2
compound gates,11,11,4.47
-- per-stage QoR --
step / setup WS (ns) / power, mW / hold WS, ns / util, %
final: 0.852 / 0.886 / 0.511 / 23.5
after global routing: 0.771 / 0.942 / 0.534 / 23.5
after CTS: 0.873 / 0.904 / 0.508 / 23.5
after detailed placement: 0.586 / 0.613 / 0.498 / 22.6
after global placement: 0.584 / 0.610 / 0.488 / 22.6
after floorplan: 1.27 / 0.540 / 0.450 / -
-- synth_stat cells (all sizes together) (2+ instances only) --
library cell and n:
clkbuf 3, nor2 28, nor2b 2, nand2 10
xor2 15, mux2i 2, nand2b 3, ha 2
nand4 13, and4 4, nand3 7, nor3 5
a21oi 4, and3 2, o21ai 3, nor4 4
or3 3, dfxtp 34, xnor2 9
-- cell usage in the layout, fill, tap and decap left out, types with 2 or more instances in the layout --
| master | synthesis | final |
|---|---|---|
| sky130_fd_sc_hd__ha_1 | 2 | 2 |
| sky130_fd_sc_hd__nor3_1 | 5 | 5 |
| sky130_fd_sc_hd__buf_4 | 0 | 2 |
| sky130_fd_sc_hd__xor2_1 | 15 | 15 |
| sky130_fd_sc_hd__clkbuf_8 | 0 | 5 |
| sky130_fd_sc_hd__clkbuf_1 | 3 | 2 |
| sky130_fd_sc_hd__dfxtp_1 | 34 | 34 |
| sky130_fd_sc_hd__nand4_2 | 2 | 2 |
| sky130_fd_sc_hd__xnor2_1 | 9 | 9 |
| sky130_fd_sc_hd__clkdlybuf4s50_1 | 0 | 35 |
| sky130_fd_sc_hd__nand2b_1 | 3 | 3 |
| sky130_fd_sc_hd__and4_1 | 3 | 3 |
| sky130_fd_sc_hd__o21ai_0 | 2 | 2 |
| sky130_fd_sc_hd__nand3_1 | 7 | 7 |
| sky130_fd_sc_hd__a21oi_1 | 4 | 4 |
| sky130_fd_sc_hd__and3_1 | 2 | 2 |
| sky130_fd_sc_hd__mux2i_1 | 2 | 2 |
| sky130_fd_sc_hd__nor2_1 | 28 | 28 |
| sky130_fd_sc_hd__or3_1 | 3 | 3 |
| sky130_fd_sc_hd__nor2b_1 | 2 | 2 |
| sky130_fd_sc_hd__nand2_1 | 10 | 10 |
| sky130_fd_sc_hd__nand4_1 | 11 | 11 |
| sky130_fd_sc_hd__nor4_1 | 4 | 4 |
-- where the power goes --
part / internal (mW) / total [mW] / leakage [nW] / switching (mW)
Clock: 0.149 / 0.284 / 0.0383 / 0.135
Sequential: 0.450 / 0.488 / 0.276 / 0.0383
Combinational: 0.0705 / 0.113 / 0.396 / 0.0429
-- routing by layer --
metal | vias to the layer above | share of wire [%] | wire, um
met2 | 24 | 47 | 1700
met3 | 6 | 4.0 | 145
met1 | 583 | 47 | 1700
li1 | 655 | - | -
met5 | - | 0 | 0
met4 | 0 | 2.6 | 93
-- critical path, cell delays in order --
cell and delay (ns):
sky130_fd_sc_hd__clkdlybuf4s50_1 0.68, sky130_fd_sc_hd__nand4_2 0.16, sky130_fd_sc_hd__or4_4 0.58, sky130_fd_sc_hd__or3_1 0.35, sky130_fd_sc_hd__a21oi_1 0.14
-- cell type report --
| type | count | area (sq um) |
|---|---|---|
| well taps | 108 | 135 |
| multi-input cells | 124 | 779 |
| clock buffers | 7 | 76.3 |
| repair buffers | 37 | 365 |
| flip-flops and latches | 34 | 681 |
| fillers | 935 | 6640 |
-- worst paths after layout --
check / slack, ns / cells after the start / endpoint
max reg2reg: 1.45 / 4 / hs_cnt[15]$_SDFFE_PP0P_
min: 0.51 / 2 / hs_cnt[15]$_SDFFE_PP0P_
max: 0.85 / 5 / hs_cnt[15]$_SDFFE_PP0P_
min reg2reg: 0.51 / 2 / hs_cnt[15]$_SDFFE_PP0P_
Power and IR drop assume default switching activity.
