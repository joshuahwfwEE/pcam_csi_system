## /design/flow/run.sh

```bash
#!/bin/bash
# OpenROAD 26Q1-2900-gdf79404cd8, Yosys 0.63+post, stock flow scripts
make -C /OpenROAD-flow-scripts/flow DESIGN_CONFIG=/design/flow/config.mk WORK_HOME=/design/flow/orfs finish
```

## /design/flow/config.mk

```make
export PLATFORM = sky130hd
export DESIGN_NAME = video_count
export DESIGN_NICKNAME = video_count
export VERILOG_FILES = /design/flow/design.v
export SDC_FILE = /design/flow/constraint.sdc
export NUM_CORES = 4
export LEC_CHECK = 1
export CORE_UTILIZATION = 50
```

## /design/flow/constraint.sdc

```tcl
current_design video_count

set clk_period 3.3
set clk_io_pct 0.2

create_clock -name clk0 -period $clk_period [get_ports {clk}]

set non_clock_inputs [all_inputs -no_clocks]
set_input_delay [expr $clk_period * $clk_io_pct] -clock clk0 $non_clock_inputs
set_output_delay [expr $clk_period * $clk_io_pct] -clock clk0 [all_outputs]
```

## /design/flow/design.v

```verilog
`timescale 1ns / 1ps
module video_count(
    input clk,
    input rstn,
    input video_tuser,
    input video_valid,
    input video_ready,
    input video_last,
    input m_axis_video_last,
    input m_axis_video_valid,
    input m_axis_video_ready,
    input m_axis_video_user,
    output reg [23:0] axi_video_cnt,
    output reg [23:0] video_cnt,
    output reg [23:0] frame_cnt,
    output reg [23:0] video_line_cnt,
    output reg [23:0] axi_video_line_cnt
    );
wire [15:0] FrameNumber,LineNumber,WordCount;
wire framestart;
reg [15:0] FrameNumber1,LineNumber1,WordCount1;
reg framestart1,user1,axi_user1,video_last1,m_axis_video_last1;
assign framestart = video_tuser;
always@(posedge clk or negedge rstn)begin 
    if(~rstn)begin
        framestart1  <= 0;
        user1 <= 0;
        axi_user1 <= 0;
        video_last1 <= 0;
        m_axis_video_last1 <= 0;
    end else begin
        framestart1  <= framestart;    
        user1 <= video_tuser;
        axi_user1 <= m_axis_video_user;
        video_last1 <= video_last;
        m_axis_video_last1 <= m_axis_video_last;
    end
end
always@(posedge clk or negedge rstn)begin    
    if(~rstn)
        axi_video_cnt <= 0;
    else begin
        if(m_axis_video_last==1)
            axi_video_cnt <= 0;
        else begin
            if(m_axis_video_valid==1 && m_axis_video_ready==1)
                axi_video_cnt <= axi_video_cnt + 1;
        end
    end
end    
always@(posedge clk or negedge rstn)begin    
    if(~rstn)
        video_cnt <= 0;
    else begin
        if(video_last==1)
            video_cnt <= 0;
        else begin
            if(video_valid==1 && video_ready==1)
                video_cnt <= video_cnt + 1;
        end
    end
end   
always@(posedge clk or negedge rstn)begin    
    if(~rstn)
        frame_cnt <= 0;
    else begin
        if(framestart1==0 && framestart==1)
            frame_cnt <= 0;
        else if(video_valid)
            frame_cnt <= frame_cnt + 1;
    end
end
always@(posedge clk or negedge rstn)begin    
    if(~rstn)
        video_line_cnt <= 0;
    else begin
        if(user1==0 && video_tuser==1)
            video_line_cnt <= 0;
        else if(video_last == 1 && video_last1 == 0)
            video_line_cnt <= video_line_cnt + 1;
    end
end
always@(posedge clk or negedge rstn)begin    
    if(~rstn)
        axi_video_line_cnt <= 0;
    else begin
        if(axi_user1==0 && m_axis_video_user==1)
            axi_video_line_cnt <= 0;
        else if(m_axis_video_last == 1 && m_axis_video_last1 == 0)
            axi_video_line_cnt <= axi_video_line_cnt + 1;
    end
end
endmodule
```

==> qor.json <==
{
  "run_status": {
    "run_status": "finished, final reports clean"
  },
  "detailed_routing": {
    "dr_total_vias": 5648,
    "post_drt_wl_per_cell_um": 15.2,
    "route.antenna.diode_count": 0,
    "drt.antenna.violating_nets": 0,
    "detailedRoute.firstPassIterationCount": 5,
    "via_per_inst": 5.85,
    "drt_drc_violations_left": 0,
    "routed_wl_mm": 14.7,
    "drt_iter0_markers": 383
  },
  "cells_and_area": {
    "final-instance-count-excl-fill": 965,
    "utilization_pct": 68.1,
    "layout_top_cell_excl_fill_tap": "sky130_fd_sc_hd__clkdlybuf4s50_1",
    "area.growth.synth_to_final_pct": 31.3,
    "lay_top_cells": "sky130_fd_sc_hd__clkdlybuf4s50_1, sky130_fd_sc_hd__dfrtp_1, sky130_fd_sc_hd__a21oi_1",
    "post_route_cells_drive_above_1_share_pct": 6.02
  },
  "cts": {
    "post-cts-setup-buffer-count": 0,
    "numCtsBuffers": 17,
    "cts_num_sinks": 124,
    "holdBufCountCts": 0,
    "ctsRootBufferMaster": "sky130_fd_sc_hd__clkbuf_16",
    "clkTransAtPathRegs_ns": 0.05,
    "htreeDepth": 4,
    "tritoncts_clock_tree": "built",
    "worst_skew_pair.late_latency_ns": 0.40,
    "cts_repair_resize_count": 0,
    "clk_path_buf_depth": 2
  },
  "worst_setup_path": {
    "timing.critical_path.from_type": "input port",
    "worstPathArrival_ns": 2.69,
    "worstPathMaxFanout": 14,
    "end_kind": "register",
    "worst-setup-path-type": "input port to register",
    "cp_data_required_time_ns": 3.63
  },
  "yosys": {
    "edf_count": 0,
    "yosys.stat.seqShare_pct": 49.1,
    "synth.yosys.num_cells": 658,
    "syn_area_per_cell_sq_um": 9.60,
    "yosys_warnings": 1,
    "ys.flops": 124,
    "ys_async_sr_fraction_pct": 100,
    "post_synth_inst_count": 658,
    "yosys_area_sq_um": 6310,
    "post_synth_instance_area_sq_um": 6310,
    "netlist-cell-type-count": 43,
    "synth_top_flop_cell": "sky130_fd_sc_hd__dfrtp_1"
  },
  "final_timing": {
    "final_hold_viol_count": 0,
    "timing.max_slew.rel_slack_pct": 56.7,
    "finalMaxSlewViolations": 0,
    "timing.fmax_mhz": 423,
    "setup_violations": 0,
    "final_min_period_over_clock_period_pct": 71.7,
    "final.min_clock_period_ns": 2.36,
    "grt_setup_unrepaired": "no",
    "holdWs_ns": 0.211,
    "clk_skew_ns": 0.00540,
    "tightestPinTransition_ns": 0.649,
    "setup_tns_ns": 0
  },
  "die": {
    "coreArea_sq_um": 12200,
    "initCoreUtil_pct": 51.9,
    "die_w_um": 114,
    "pin_count": 130,
    "std_cell_rows": 40,
    "dieArea_sq_um": 13100,
    "die_height_um": 114
  },
  "placed_design": {
    "port-buffer-count": 129,
    "placedCellCount": 936,
    "hpwlAfterDp_mm": 9.81,
    "gp_routability_congestion": 0.845
  },
  "grt": {
    "grt_first_pass_wirelength_mm": 25.0,
    "grt_pass1_vias": 5191,
    "gr-total-overflow": 0,
    "pin_count_of_the_biggest_net_entering_global_routing": 43,
    "antenna_found_initial": 0,
    "global_route.usage.total_pct": 24.5
  },
  "power_and_ir_drop": {
    "max-vdd-ir-drop_uv": 312,
    "power.total_mw": 3.43,
    "power_per_cell_area_nw_per_um2": 415,
    "cellLeakagePower_nw": 3.20
  },
  "run": {
    "timing.max_cap.violations": 0,
    "stage_log_warnings": 26
  },
  "hold_path": {
    "min_path_type": "input port to asynchronous set/reset pin"
  }
}
-- kinds of logic after synthesis --
| family | share of synthesized area [%] |
|---|---|
| DFF | 49.1 |
| and+or+nand+nor | 25.8 |
| xor gates and xnor gates | 5.55 |
| adders and majority gates | 0.991 |
| AOI/OAI and AO/OA | 14.9 |
| muxes | 0.654 |
| buffers and inverters | 2.93 |
-- cell type report --
class,instances,area (sq um)
Multi-Input combinational cell,491,3030
Tap cell,168,210
Sequential cell,124,3100
Clock buffer,27,503
Inverter,11,41.3
Fill cell,913,3870
Clock inverter,2,10.0
Timing Repair Buffer,142,1390
-- path summary, 6_finish.rpt --
| kind | slack, ns | startpoint | end | depth (start not counted) |
|---|---|---|---|---|
| max in group asynchronous | 2.27 | rstn | axi_video_cnt[3] | 2 |
| hold / removal | 0.21 | rstn | video_line_cnt[19] | 1 |
| min in group clk0 | 0.55 | axi_video_line_cnt[23] | axi_video_line_cnt[23] | 2 |
| setup / recovery | 0.94 | video_valid | video_cnt[23] | 5 |
| hold reg to reg | 0.55 | axi_video_line_cnt[23] | axi_video_line_cnt[23] | 2 |
| setup reg to reg | 1.08 | axi_video_cnt[5] | axi_video_cnt[23] | 4 |
-- state kept, by name (all words and copies together), names as in the netlist --
signal / cells
axi_user1: 1
axi_video_cnt: 24
axi_video_line_cnt: 24
frame_cnt: 24
m_axis_video_last1: 1
user1: 1
video_cnt: 24
video_last1: 1
video_line_cnt: 24
-- power breakdown --
part | leakage (nW) | switching (mW) | internal, mW | total [mW]
combinational | 1.23 | 0.104 | 0.104 | 0.208
clock | 0.253 | 0.598 | 1.02 | 1.62
sequential | 1.71 | 0.0482 | 1.56 | 1.61
total | 3.20 | 0.750 | 2.69 | 3.43
-- through the flow --
step           worst slack [ns]  cell area (sq um)
3_5_place_dp              0.580               7770
6_report                  0.935               8290
4_1_cts                   0.959               8290
2_1_floorplan              1.15               6310
5_1_grt                   0.825               8290
3_3_place_gp              0.622               7770
-- Yosys cell counts (4+ instances only) --
master	number	area share [%]
sky130_fd_sc_hd__dfrtp_1	124	49
sky130_fd_sc_hd__a21oi_1	70	5.5
sky130_fd_sc_hd__nand2_1	51	3.0
sky130_fd_sc_hd__nor2_1	47	2.8
sky130_fd_sc_hd__or4_1	41	4.9
sky130_fd_sc_hd__o31ai_1	39	4.6
sky130_fd_sc_hd__nand3_1	33	2.6
sky130_fd_sc_hd__nand4_1	33	3.3
sky130_fd_sc_hd__o21ai_0	28	2.2
sky130_fd_sc_hd__clkbuf_1	24	1.4
sky130_fd_sc_hd__or3_1	23	2.3
sky130_fd_sc_hd__xor2_1	22	3.1
sky130_fd_sc_hd__xnor2_1	18	2.5
sky130_fd_sc_hd__and4_1	14	1.9
sky130_fd_sc_hd__and3_1	12	1.2
sky130_fd_sc_hd__inv_1	11	0.65
sky130_fd_sc_hd__nor4_1	8	0.79
sky130_fd_sc_hd__and2_1	5	0.50
sky130_fd_sc_hd__ha_1	5	0.99
sky130_fd_sc_hd__nor2b_1	5	0.50
sky130_fd_sc_hd__buf_2	4	0.32
sky130_fd_sc_hd__nand2b_1	4	0.40
sky130_fd_sc_hd__nor3_1	4	0.32
-- worst max-delay path, cell delays in order --
cell and delay, ns:
sky130_fd_sc_hd__clkdlybuf4s50_1 0.56, sky130_fd_sc_hd__and4_1 0.37, sky130_fd_sc_hd__nand3_1 0.37, sky130_fd_sc_hd__or4_1 0.58
sky130_fd_sc_hd__a21oi_1 0.15
-- routing by layer --
layer | vias up | part of all wire (%) | global-route usage [%]
met5 | - | 0 | 0
li1 | 2745 | - | -
met2 | 164 | 45 | 36.0
met1 | 2727 | 47 | 40.1
met3 | 12 | 6.1 | 5.77
met4 | 0 | 1.1 | 2.94
Power figures rest on the tool's default switching activity, not on a simulated workload.
