## /design/flow/design.v

```verilog
`timescale 1ns / 1ps
module hdmi_rx_detect#(
parameter integer C_TDATA_WIDTH = 32,
parameter integer C_TID_WIDTH   = 1,
parameter integer C_TDEST_WIDTH = 1,
parameter integer C_TUSER_WIDTH = 1,
parameter [31:0]  C_SIGNAL_SET  = 32'hFF,
parameter integer C_S_ACLKEN_CAN_TOGGLE = 1,
parameter integer C_M_ACLKEN_CAN_TOGGLE = 1
)(
input  wire                       ACLK,
input  wire                       ARESETN,
input  wire                       s_axis_tvalid,
input  wire                       s_axis_tready,
input  wire [47:0]                s_axis_tdata,
input  wire                       s_axis_tlast,
input  wire [0:0]                 s_axis_tuser,
output reg [12:0]                 o_col_cnt,
output reg [11:0]                 o_row_cnt,
output wire [31:0]                o_frame_cnt
);
reg [12:0] col_cnt;
reg [11:0] row_cnt;
reg tlast_i;
reg tlast_ii;
wire tlast;
reg [31:0] frame_bucket;
reg [31:0] frame_cnt;
reg [31:0] count;
always @(posedge ACLK) begin
if (ARESETN == 1'b0) begin
tlast_i <= 1'b0;
tlast_ii <= 1'b0;
end else begin
tlast_i <= s_axis_tlast;
tlast_ii <= tlast_i;
end
end
assign tlast = (~tlast_ii)&tlast_i;
always @(posedge ACLK) begin
if (ARESETN == 1'b0) begin
col_cnt <= 13'h0;
end else  begin
if (tlast == 1'b1) begin
o_col_cnt <= col_cnt;
col_cnt <= 13'h0;
end else if (s_axis_tready & s_axis_tvalid== 1'b1) begin
col_cnt <= col_cnt + 1;
end
end
end
reg tuser_i;
reg tuser_ii;
wire tuser;
always @(posedge ACLK) begin
if (ARESETN == 1'b0) begin
tuser_i <= 1'b0;
tuser_ii <= 1'b0;
end else begin
tuser_i <= s_axis_tuser;
tuser_ii <= tuser_i;
end
end
assign tuser = (~tuser_ii)&tuser_i;
always @(posedge ACLK) begin
if (ARESETN == 1'b0) begin
row_cnt <= 12'h0;
end else if (tuser == 1'b1) begin
row_cnt <= 12'h0;
o_row_cnt <= row_cnt;
end else if (tlast == 1'b1) begin
row_cnt <= row_cnt + 1;
end
end
always @(posedge ACLK) begin
if (ARESETN == 1'b0) begin
frame_bucket <= 32'h0;
frame_cnt <= 32'h0;
count <= 32'h0;
end else if (tuser) begin
frame_cnt <= frame_cnt+1;
end else if (count == 300000000) begin 
frame_bucket <= frame_cnt;            
frame_cnt <= 32'h0;
count<=0;
end else begin
count <= count + 1;
end
end
assign o_frame_cnt = frame_bucket;
endmodule
```

## /design/flow/run.sh

```bash
#!/bin/bash
# OpenROAD 26Q1-2900-gdf79404cd8, Yosys 0.63+post, stock flow scripts
make -C /OpenROAD-flow-scripts/flow DESIGN_CONFIG=/design/flow/config.mk WORK_HOME=/design/flow/orfs finish
```

## /design/flow/config.mk

```make
export PLATFORM = sky130hd
export DESIGN_NAME = hdmi_rx_detect
export DESIGN_NICKNAME = hdmi_rx_detect
export VERILOG_FILES = /design/flow/design.v
export SDC_FILE = /design/flow/constraint.sdc
export NUM_CORES = 4
export LEC_CHECK = 1
export CORE_UTILIZATION = 40
```

## /design/flow/constraint.sdc

```tcl
current_design hdmi_rx_detect

set clk_period 5.6
set clk_io_pct 0.2

create_clock -name clk0 -period $clk_period [get_ports {ACLK}]

set non_clock_inputs [all_inputs -no_clocks]
set_input_delay [expr $clk_period * $clk_io_pct] -clock clk0 $non_clock_inputs
set_output_delay [expr $clk_period * $clk_io_pct] -clock clk0 [all_outputs]
```

==> run summary <==
The flow completed. Number of clock buffers inserted by TritonCTS landed at 17. Total number of placement rows landed at 44. Residual overflow from global routing landed at 0. The first TritonRoute pass finished after 33 iterations. Looking at the cell usage after synthesis, the top flip-flop cell is dfxtp_1. Per the final timing report, the hold violations number 0. Per the finish-stage timing summary, setup violations number 0. Number of cells in Yosys stat landed at 620.

Of the available clock period, the critical path in the final layout requires 0.5479. Maximum vdd drop landed at 191.9 uV. Along the worst hold path, the cell count comes to 0. Total vias in the final route landed at 4502. Of the total synthesized cell area, the portion taken by full adders, half adders and majority gates is 0.01026. In the final layout, the share of cells above drive strength 1 is 0.06484. Critical path depth landed at 6.

Number of warning messages in the logs landed at 74. Number of nets with antenna violations after routing landed at 0. Delay contributed by the slowest stage of the critical path landed at 0.64 ns. Entering global routing, the biggest net connects 60 pins. The clock period could shrink to 3.068 ns. The initial antenna violation count is 0. Of all flip-flops after synthesis, the portion carrying an async set or reset was 0. Averaged over all synthesized cells, the footprint is 9.838 sq um.

Effective utilization at floorplan landed at 0.4150. The floorplan step set the die height to 125.5 um. Deepest clock path buffer count landed at 2. By instance count, the cell type seen most on the critical path is buf_4. The report lists the cells along the critical path as clkdlybuf4s50_1 > buf_4 > clkinv_1 > buf_4 > nor4_1 > o21bai_1. Setup slack closes at 2.532 ns.

Among the non-sequential cells, simple AND/OR/NAND/NOR gates take the most area. The pin closest to its max-slew limit shows a slew of 0.8555 ns. Required time reported for the critical path endpoint landed at 5.94 ns. Max-cap violation count landed at 0. The critical path starts at ARESETN. Fraction of synthesized cell area taken by the top area cell type landed at 0.4103.

The run finished with clean final reports. The warning tally printed by Yosys for this design is 1. The wire length recorded after detailed routing is 11.38 mm. Setup slack at placement landed at 2.068 ns. Post-CTS setup repair buffer count landed at 0. The layout stage reports a final design area of 7522 sq um. Input and output buffers added on the ports amount to 62.

In this run the tightest slew margin relative to its limit is 0.4244. The type recorded for the worst min-delay path is flop to flop. Dividing the detail-routed wire length by the instance count gives 12.96 um. The largest individual stage delay along the critical path comes from the cell clkinv_1. Clock tree synthesis selected as its root buffer the cell clkbuf_16. By area the synthesized netlist is led by dfxtp_1 41%, edfxtp_1 12%, nor2_1 6.6%. Setup repair after global routing left no endpoint under its margin. Core box area landed at 14700 sq um. The worst register-to-register path ends at frame_bucket[31]. After routing, the total negative slack on setup checks comes to 0 ns. In this run the register-to-register setup slack is 3.37 ns. Vias per cell landed at 5.128. Max-slew check failures listed in the final report amount to 0.

For this run, the top clock speed supported by timing is 0.3259 GHz. Maximum net fanout on the critical path landed at 30. Leakage power landed at 2.872 nW. At the end of the flow the core is filled with cells to 0.5117.

Cts-stage hold buffer count landed at 0. Number of placed instances, taps included landed at 846. The worst setup path is launched from a primary input. In this run the cell area measured after placement is 6892 sq um. Mux share of post-synthesis cell area landed at 0.05415. Following the worst setup path forward leads to its endpoint at frame_cnt[28].

Of the total synthesized cell area, the portion taken by AND-OR and OR-AND cells is 0.05210. Synthesis-to-layout area growth landed at 23.32%. Count of cells resized by post-cts repair landed at 0.

For reference, the clock transition at the flip-flops on the worst setup and hold paths is 0.06 ns. In this run the count of I/O pins placed on the die edge is 111. The timing report notes that buffer and inverter cells on the critical path total 4. In this run the horizontal extent of the chip is 125.5 um. Per the synth log, the flip-flop and latch total comes to 150. After the flow finishes, the layout carries non-filler instances totaling 878. TritonCTS built the clock tree.

The first global-routing pass estimated 19.93 mm of wire. Per the post-synthesis report, the number of cells in the design is 620. The final timing report lists clock skew as 0.006933 ns. Depth of the worst register-to-register path landed at 8.

Via count of the first global-routing pass landed at 4199. In this run the number of H-tree levels came out at 4. The post-synth count of flops with an enable pin is 25. The cell-mix breakdown from Yosys lists the simple-gate area share as 0.2558. The die covers 15750 sq um. Summing every instance area after synthesis gives 6100 sq um. Clock sink total landed at 150. The wire-length estimate of the detail-placed layout is 7.545 mm.

At the end of routability-driven placement, the weighted congestion stood at 0.8155. Worst-skew pair later-pin latency landed at 0.41 ns. Of the total synthesized cell area, the portion taken by XOR and XNOR cells is 0.07179.

Remaining routing DRC violations landed at 0. Number of diodes added for antenna fixing landed at 0. Number of different library cells in the post-synthesis netlist landed at 44. For this run, the total global-route usage over all layers was measured as 0.1577. Power density normalized to cell area landed at 314.7 nW/um^2.

The final power report lists total power as 2.367 mW. Looking at area per cell type in the netlist, the leader is dfxtp_1. For this run, the register share of the synthesized area comes to 0.5333.

Grouping stages by cell kind, the critical path spends the most delay in buffers and inverters. Worst hold margin landed at 0.4568 ns. At the worst endpoint, the arrival time is 3.41 ns.

According to the Yosys statistics, the synthesized design has a chip area of 6100 sq um. The launch point of the worst register-to-register path is recorded as count[0]. For this block, the initial DRC count from the detailed router was 325. The worst setup path is captured at a flop. Looking at the setup timing report, the critical path kind is primary input to flop.
flip-flops by register name, summed over array words and instances (netlist names):
name,count
o_row_cnt,12
col_cnt,13
tlast_i,1
frame_bucket,32
frame_cnt,32
count,32
tuser_ii,1
tlast_ii,1
row_cnt,12
o_col_cnt,13
tuser_i,1
cell usage in the layout, fill, tap and decap left out, types with 23 or more instances in the layout:
| cell | n |
|---|---|
| edfxtp_1 | 25 |
| and3_1 | 23 |
| xor2_1 | 39 |
| nor2_1 | 108 |
| nand2_1 | 32 |
| nand4_1 | 36 |
| clkdlybuf4s50_1 | 62 |
| dfxtp_1 | 125 |
| nand3_1 | 34 |
| mux2i_1 | 33 |
how the worst min path moves through the flow:
stage,startpoint,endpoint,slack (ns)
final,col_cnt[12],o_col_cnt[12],0.46
after global routing,row_cnt[11],o_row_cnt[11],0.48
after CTS,col_cnt[12],o_col_cnt[12],0.46
power by group:
group	switching [mW]	internal [mW]	leakage (nW)
Clock	0.406	0.799	0.306
Sequential	0.00686	1.11	1.23
Combinational	0.0296	0.0216	1.34
Total	0.442	1.93	2.87
metal layers:
metal / share of wire / track usage / up-vias
li1: - / - / 2321
met1: 0.51 / 0.2517 / 2082
met2: 0.43 / 0.2297 / 97
met3: 0.056 / 0.03969 / 2
met4: 0.0041 / 0.02080 / 0
met5: 0 / 0 / -
cell usage after synthesis (2+ instances only):
library cell	n
mux2i_1	33
nand3_1	34
nor2b_1	2
buf_1	3
nand2_1	32
o21ai_0	7
dfxtp_1	125
ha_1	5
o211ai_1	6
and3_1	23
nand4_1	36
nand4b_1	2
clkbuf_1	18
and4_1	6
nor4b_1	3
a32o_1	2
inv_1	8
o21a_1	11
nor4_1	5
nand3_2	3
xnor2_1	11
or3_1	12
edfxtp_1	25
or2_2	3
xor2_1	39
nand2b_1	5
o31ai_1	5
nor2_1	108
nand3b_1	2
and2_1	6
buf_2	5
a21oi_1	18
nor3_1	6
layout make-up:
cell class | instances | area [sq um]
clock buffers | 22 | 454.2
clock inverters | 10 | 176.4
fillers | 1243 | 7177
inverters | 9 | 33.78
multi-input cells | 435 | 2709
flip-flops and latches | 150 | 3253
well taps | 184 | 230.2
repair buffers | 68 | 665.6
worst register-to-register path: cells and delay by family, from the launching register on:
| kind | cells | cell delay [ns] |
|---|---|---|
| buffers and inverters | 2 | 0.69 |
| AND/OR/NAND/NOR | 4 | 0.50 |
| flip-flops | 1 | 0.39 |
| multiplexers | 1 | 0.32 |
| adder cells (fa/ha/maj) | 1 | 0.20 |
logic make-up (layout without fill, tap and decap cells):
family                     Yosys count  in the layout
and+or+nand+nor                    297            297
AOI/OAI and AO/OA                   50             50
DFF                                150            150
muxes                               33             33
buffers and inverters               35            109
adders and majority gates            5              5
xor gates and xnor gates            50             50
Power and IR drop assume default switching activity.
